`flow/design.v`:
```
`timescale 1ns/1ps
module async_fifo #(
  parameter integer DSIZE = 8,
  parameter integer ASIZE = 4
)(
  input  wire                 wclk,
  input  wire                 wrst_n,
  input  wire                 winc,
  input  wire [DSIZE-1:0]     wdata,
  output wire                 wfull,
  input  wire                 rclk,
  input  wire                 rrst_n,
  input  wire                 rinc,
  output wire [DSIZE-1:0]     rdata,
  output wire                 rempty
);
  localparam integer PTR_W = ASIZE+1;  
  localparam integer DEPTH = (1<<ASIZE);
  function [PTR_W-1:0] bin2gray(input [PTR_W-1:0] b);
    bin2gray = (b>>1) ^ b;
  endfunction
  reg  [PTR_W-1:0] wbin, wbin_next;
  reg  [PTR_W-1:0] wgray, wgray_next;
  wire winc_ok = winc & ~wfull;
  always @* begin
    wbin_next  = wbin + winc_ok;
    wgray_next = bin2gray(wbin_next);
  end
  always @(posedge wclk or negedge wrst_n) begin
    if (!wrst_n) begin
      wbin  <=0;
      wgray <= 0;
    end else begin
      wbin  <= wbin_next;
      wgray <= wgray_next;
    end
  end
  reg  [PTR_W-1:0] rbin, rbin_next;
  reg  [PTR_W-1:0] rgray, rgray_next;
  wire rinc_ok = rinc & ~rempty;
  always @* begin
    rbin_next  = rbin + rinc_ok;
    rgray_next = bin2gray(rbin_next);
  end
  always @(posedge rclk or negedge rrst_n) begin
    if (!rrst_n) begin
      rbin  <= 0;
      rgray <= 0;
    end else begin
      rbin  <= rbin_next;
      rgray <= rgray_next;
    end
  end
  (* ram_style = "auto" *) reg [DSIZE-1:0] mem [0:DEPTH-1];
  always @(posedge wclk) begin
    if (winc_ok) begin
      mem[wbin[ASIZE-1:0]] <= wdata;
    end
  end
  reg [DSIZE-1:0] rdata_q;
  always @(posedge rclk) begin
    rdata_q <= mem[rbin[ASIZE-1:0]];
  end
  assign rdata = rdata_q;
  wire [PTR_W-1:0] wgray_sync_in_rclk;
  wire [PTR_W-1:0] rgray_sync_in_wclk;
  sync2 #(.WIDTH(PTR_W)) u_sync_w2r (
    .clk   (rclk),
    .rst_n (rrst_n),
    .d     (wgray),
    .q     (wgray_sync_in_rclk)
  );
  sync2 #(.WIDTH(PTR_W)) u_sync_r2w (
    .clk   (wclk),
    .rst_n (wrst_n),
    .d     (rgray),
    .q     (rgray_sync_in_wclk)
  );
  wire [PTR_W-1:0] rgray_wclk = rgray_sync_in_wclk;
  reg wfull_r;
  wire wfull_next;
  assign wfull_next = (wgray_next == {~rgray_wclk[PTR_W-1:PTR_W-2],
                                      rgray_wclk[PTR_W-3:0]});
  always @(posedge wclk or negedge wrst_n) begin
    if (!wrst_n) begin
      wfull_r <= 1'b0;
    end else begin
      wfull_r <= wfull_next;
    end
  end
  assign wfull = wfull_r;
  wire [PTR_W-1:0] wgray_rclk = wgray_sync_in_rclk;
  reg rempty_r;
  wire rempty_next;
  assign rempty_next = (rgray_next == wgray_rclk);
  always @(posedge rclk or negedge rrst_n) begin
    if (!rrst_n) begin
      rempty_r <= 1'b1;
    end else begin
      rempty_r <= rempty_next;
    end
  end
  assign rempty = rempty_r;
endmodule
module sync2 #(
  parameter integer WIDTH = 4
)(
  input  wire                 clk,
  input  wire                 rst_n,
  input  wire [WIDTH-1:0]     d,
  output wire [WIDTH-1:0]     q
);
  (* ASYNC_REG = "TRUE" *) reg [WIDTH-1:0] s1;
  (* ASYNC_REG = "TRUE" *) reg [WIDTH-1:0] s2;
  always @(posedge clk or negedge rst_n) begin
    if (!rst_n) begin
      s1 <= 0;
      s2 <= 0;
    end else begin
      s1 <= d;
      s2 <= s1;
    end
  end
  assign q = s2;
endmodule
```
`flow/run.sh`:
```
#!/bin/bash
# OpenROAD 26Q1-2900-gdf79404cd8, Yosys 0.63+post, stock flow scripts
make -C /OpenROAD-flow-scripts/flow DESIGN_CONFIG=/design/flow/config.mk WORK_HOME=/design/flow/orfs finish
```
`flow/config.mk`:
```
export PLATFORM = sky130hd
export DESIGN_NAME = async_fifo
export DESIGN_NICKNAME = async_fifo
export VERILOG_FILES = /design/flow/design.v
export SDC_FILE = /design/flow/constraint.sdc
export NUM_CORES = 4
export LEC_CHECK = 1
export CORE_UTILIZATION = 50
```
`flow/constraint.sdc`:
```
current_design async_fifo

set clk_period 3.2
set clk_io_pct 0.2

create_clock -name clk0 -period $clk_period [get_ports {rclk}]
create_clock -name clk1 -period $clk_period [get_ports {wclk}]

set non_clock_inputs [all_inputs -no_clocks]
set_input_delay [expr $clk_period * $clk_io_pct] -clock clk0 $non_clock_inputs
set_output_delay [expr $clk_period * $clk_io_pct] -clock clk0 [all_outputs]
```
==> out/metrics.csv <==
stage,metric,value,unit
global_routing,antenna_found_initial,0,
die,initial_core_util,51.52,%
min_path,hold_class,reg2reg,
yosys,synth_cell_types,33,
timing,clock_skew,0.005361,ns
pwr,power_frac_comb,26.8,%
die,row_count,41,
global_routing,grt_busiest_layer,met1,
placed_design,hpwl,7.080,mm
die,core_area,0.01267,mm^2
timing,rsz0062_at_grt,false,
worst_setup_path,crit_buf_inv,1,
global_routing,grt_max_degree,35,
placed_design,pre_cts_ws,0.4784,ns
die,die-area,0.01352,mm^2
worst_setup_path,cp.arrival,2.64,ns
routing,drtIter0Drc,183,
timing,fin_setup_tns,0,ns
yosys,ys_ff,176,
timing,setup_viol,0,
worst_setup_path,critPathCaptureType,register,
pwr,powerDensity,963.1,mW/mm^2
yosys,ys_seq_share,76.69,%
global_routing,overflow,0,
layout,fin_cells,563,
routing,viasPerCell,5.471,
yosys,syn_area,0.006528,mm^2
placed_design,dp_cells,530,
pwr,vdd.ir_drop.worst,0.0004242,V
pwr,swShare,27.74,%
pwr,internal_power,5.390,mW
worst_setup_path,reg2reg_setup_slack,1.06,ns
global_routing,grtUsageTotal,21.09,%
timing,hold_violations,0,
pwr,clockPowerShare,30.6,%
outcome,status,finished clean,
worst_setup_path,critPathTopFamily,simple AND/OR/NAND/NOR gates,
global_routing,grt_use_met2,28.88,%
yosys,ys_cells,326,
clock_tree,cts_resized,0,
global_routing,grt_pass1_vias,3305,
global_routing,grt_pass1_wl,18.17,mm
yosys,syn_avg_cell_area,20.02,um^2
routing,vias,3080,
worst_setup_path,slowest_stage,clkdlybuf4s50_1,
routing,insertedDiodeCount,0,
routing,drtAntennaViolNets,0,
min_path,min_to,u_sync_r2w.s1[3],
pwr,power.total,7.459,mW
die,die_w,116.3,um
timing,slew_violations,0,
worst_setup_path,crit_chain,"clkdlybuf4s50_1, nor2b_1, ha_1, ha_1, xnor2_1, xnor2_1, or3_1, a221oi_2",
timing,setup_ws,0.7465,ns
min_path,whs_path_depth,0,
run,log.warning_count,27,
clock_tree,cts_sinks,176,
routing,dr.pass1.iters,4,
clock_tree,cts_tree,done,
pwr,power.leakage,2.744,nW
die,num_io_pins,24,
pwr,p_switching,2.069,mW
worst_setup_path,cpPeakStageDelay,0.39,ns
layout,drive_gt1_share,22.25,%
worst_setup_path,reg2reg_from,rempty_r,
routing,route.detailed.drc,0,
clock_tree,cts_setup_buffers,0,
worst_setup_path,cp_max_fo,3,
worst_setup_path,worstRegToRegCells,7,
yosys,yosysChipArea,0.006528,mm^2
global_routing,grtUsageMet1,34.76,%
worst_setup_path,critical_path_required,3.38,ns
placed_design,place_congestion,0.7788,
clock_tree,postCtsHoldBufs,0,
timing,slew_headroom,42.76,%
die,die_y,116.3,um
min_path,hp-start,rgray[3],
global_routing,met3_usage,11.89,%
placed_design,port_buffers,22,
pwr,seqPwrFrac,42.7,%
layout,syn_to_final_growth,18.65,%
yosys,syn_inst,326,
yosys,yosys_warnings,2,
worst_setup_path,path_class,in2reg,
timing,worst_pin_slew,0.8568,ns
routing,wirelength,11.62,mm
layout,n_fill_cell,917,
run,maxCapViolations,0,
worst_setup_path,r2r-end,rempty_r,
worst_setup_path,crit_path_start_kind,input port,
clock_tree,clk_pin_slew,0.07,ns
routing,wl_per_cell,20.63,um
[kinds of logic (layout without fill, tap and decap cells)]
kind of cell    count (synthesis)  after routing  share of synthesized area, %
buf+inv                        18             83                         1.265
fa+ha+maj                       5              5                        0.9584
compound gates                 21             21                         2.549
mux                            32             32                         11.04
xor+xnor                       23             23                         3.508
flops                         176            176                         76.69
simple gates                   51             51                         3.987
[stage by stage]
step / cell area [um^2] / util, % / hold WS (ns)
3_3_place_gp: 7073 / 55.82 / 0.3336
4_1_cts: 7745 / 61.12 / 0.2186
6_report: 7745 / 61.12 / 0.2357
5_1_grt: 7745 / 61.12 / 0.2444
3_5_place_dp: 7073 / 55.82 / 0.3347
2_1_floorplan: 6528 / - / 0.3312
[worst max path at each step]
| stage | start | endpoint | depth (start not counted) |
|---|---|---|---|
| after CTS | rinc | rempty_r | 8 |
| after global routing | rinc | rempty_r | 8 |
| final | rinc | rempty_r | 8 |
[cell usage after synthesis]
cell type,instances,area (um^2)
a211o_1,1,8.760
a21boi_0,1,7.510
a221oi_2,1,15.01
a22oi_1,17,127.6
and2_1,1,6.260
and2b_1,1,7.510
and3_1,2,12.51
and3b_1,1,8.760
buf_1,1,3.750
buf_2,3,15.01
buf_4,3,22.52
clkbuf_1,6,22.52
dfrtp_1,39,975.9
dfstp_2,1,26.28
dfxtp_1,8,160.2
edfxtp_1,128,3844
ha_1,5,62.56
inv_1,5,18.77
mux4_2,32,720.7
nand2_1,9,33.78
nand2b_1,2,12.51
nand3_1,7,35.03
nand3b_1,2,15.01
nor2_1,13,48.80
nor2b_1,3,18.77
nor3_1,4,20.02
nor3b_1,1,7.510
o211ai_1,1,7.510
or3_1,4,25.02
or3b_1,1,8.760
xnor2_1,12,105.1
xnor3_1,2,45.04
xor2_1,9,78.83
[layout make-up]
| cell class | instances | area (um^2) | area share [%] |
|---|---|---|---|
| tap | 172 | 215.2 | 2.779 |
| clock buffer | 21 | 504.2 | 6.511 |
| sequential | 176 | 5007 | 64.65 |
| multi-input combinational | 132 | 1439 | 18.58 |
| timing repair buffer | 45 | 392.9 | 5.073 |
| inverter | 5 | 18.77 | 0.2423 |
| clock inverter | 12 | 167.7 | 2.165 |
[cells in the final DEF (no fill, tap or decap), types with 4 or more instances in the layout]
cell type,netlist,final
a22oi_1,17,17
buf_4,3,23
bufinv_16,0,4
clkbuf_16,0,20
clkdlybuf4s50_1,0,22
dfrtp_1,39,38
dfxtp_1,8,8
edfxtp_1,128,128
ha_1,5,5
inv_1,5,5
mux4_2,32,32
nand2_1,9,9
nand3_1,7,7
nor2_1,13,13
nor3_1,4,4
or3_1,4,4
xnor2_1,12,12
xor2_1,9,9
[power by group through the flow]
stage	registers [mW]	clock network (mW)	logic, mW
after CTS	3.19	2.32	2.04
after global routing	3.24	2.41	2.22
final	3.18	2.28	2.00
[routing by layer]
metal  vias to the layer above  share of wire, %
met5                         -                 0
met4                         0               2.0
met3                        15                12
met2                       139                45
met1                      1538                41
li1                       1388                 -
[sequential cells by signal (all words and copies together), names as in the netlist]
register       flops
mem              128
u_sync_w2r.s2      5
u_sync_w2r.s1      5
wfull_r            1
wbin               5
rempty_r           1
wgray              4
rbin               5
rdata_q            8
rgray              4
u_sync_r2w.s1      5
u_sync_r2w.s2      5
Power and IR drop assume default switching activity.
